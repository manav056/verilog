$ cat /design/flow/config.mk
export PLATFORM = sky130hd
export DESIGN_NAME = datapath
export DESIGN_NICKNAME = datapath
export VERILOG_FILES = /design/flow/design.v
export SDC_FILE = /design/flow/constraint.sdc
export NUM_CORES = 4
export LEC_CHECK = 1
export CORE_UTILIZATION = 40
$ cat /design/flow/constraint.sdc
current_design datapath

set clk_period 8.2
set clk_io_pct 0.2

create_clock -name clk0 -period $clk_period [get_ports {clk}]

set non_clock_inputs [all_inputs -no_clocks]
set_input_delay [expr $clk_period * $clk_io_pct] -clock clk0 $non_clock_inputs
set_output_delay [expr $clk_period * $clk_io_pct] -clock clk0 [all_outputs]
$ cat /design/flow/design.v
interface dff_if(input bit clk);
    logic din;
    logic dout;
endinterface
module PIPO(dout,din,load,clk);
    input [15:0] din;
    input load,clk;
    output reg [15:0] dout;
    always @(posedge clk)
        if(load) dout<=din;
endmodule
module MUX(dout,in0,in1,select);
    input select;
    input [15:0] in0,in1;
    output[15:0] dout;
    assign dout=select?in1:in0;
endmodule
module SUB(dout,din1,din2);
    input [15:0] din1,din2;
    output [15:0] dout;
    assign dout=din1-din2;
endmodule
module COMPARE(lt,gt,eq,din1,din2);
    input [15:0] din1,din2;
    output lt,gt,eq;
    assign lt=din1<din2;
    assign gt=din1>din2;
    assign eq=din1==din2;
endmodule
module datapath(gt,lt,eq,lda,ldb,sel1,sel2,sel_in,data_in,clk);
    input lda,ldb,sel1,sel2,sel_in,clk;
    input [15:0] data_in;
    output gt,lt,eq;
    wire [15:0] aout,bout,x,y,bus,subout;
    PIPO A(aout,bus,lda,clk);
    PIPO B(bout,bus,ldb,clk);
    MUX MUX_in1(x,aout,bout,sel1);
    MUX MUX_in2(y,aout,bout,sel2);
    MUX MUX_load(bus,subout,data_in,sel_in);
    SUB SB(subout,x,y);
    COMPARE COMP(lt,gt,eq,aout,bout);
endmodule
$ cat /design/flow/run.sh
#!/bin/bash
# OpenROAD 26Q1-2900-gdf79404cd8, Yosys 0.63+post, stock flow scripts
make -C /OpenROAD-flow-scripts/flow DESIGN_CONFIG=/design/flow/config.mk WORK_HOME=/design/flow/orfs finish
==> results.txt <==
Flow results follow.

Per the detail_route report, DRC violations left total 0. Measured along the y axis, the die boundary spans around 85 um. The flow ran to the end, and the final reports show no timing, DRC or antenna violations. Counting flops with an async set or reset pin after synthesis yields a share of 0. The initial antenna violation count is 0. The clock-pin slew on the worst setup and hold paths is ~60 ps. The routing layer with the top usage in global route is met2. The worst endpoint data arrival time is approximately 4800 ps. The capture instance of the worst register-to-register path is B.dout[12]. The met1 track demand over resource in global routing is 0.2602. Among all stages on the critical path, the largest delay is contributed by sky130_fd_sc_hd__clkdlybuf4s50_1. The routed layout has ~2,100 vias.

The number of setup buffers added after CTS is 0. Across every metal layer, demand over resource in global routing totals 0.1820. The number of synthesized register bits is 32. Dividing the final minimum period by the clock period gives 0.5779. The sequential area share after synthesis is 0.3499. STA lists the startpoint of the worst register-to-register path as B.dout[0]. The storage element area is approximately 960 um^2.

Looking at the critical path, the highest net fanout was 16. The routed design ends up with an antenna cell count of 0. The worst-case max-slew headroom was logged as 0.4555. The commonest register cell is sky130_fd_sc_hd__edfxtp_1. The post-cts gate resize count is 0.

The launching element type of the critical path is an input pin. Counting the warning lines in the Yosys log gives 1. The report puts the cell count of the worst reg-to-reg path at 9. The number of synthesized flops with an enable pin is 32.

The required arrival time at the worst endpoint is around 8300 ps. The buffer cell driving the clock tree root is sky130_fd_sc_hd__clkbuf_8. At the end of the flow the core is filled with cells to 0.4797.

The number of detailed-routing iterations run before antenna repair is 6. The STA report counts the stages on the worst setup path as 10. The first global-routing pass estimated roughly 9900 um of wire. The aggregate routed wire length is roughly 5800 um. Max-cap violations in this run came to 0. The tightest hold margin is just under 900 ps. The cell total after placement is approximately 370. In this run the worst setup path terminates at B.dout[12]. Walking the worst path, the cells encountered are clkdlybuf4s50_1 > mux2i_1 > ha_1 > inv_1 > fa_1 > a211oi_1 > o21ai_1 > nand3_1 > a31oi_1 > o31ai_1. The number of global-route vias before repair is 2,113. The later pin in the worst-skew pair is clocked with a latency of between 200 and 300 ps. The maximum resistive drop on vdd is roughly 0.000076 V. The pre-placement core utilization is 0.4228. For the finished layout, the period the worst path requires is 4739 ps. The total tool warning count is 25. For this design, Yosys synthesis ends with a cell count of around 270. The cell area power density is 277.2 mW/mm^2. For flop-to-flop paths, the worst setup slack is roughly 5500 ps. The maximum number of pins on one net before global-route repair is 28. Max-slew check failures listed in the final report amount to 0. Summed over all nets, the half-perimeter wirelength after detailed placement is 4363 um. Summing internal, switching and leakage power gives about 860 uW. The top achievable clock speed is ~210 MHz.

After layout, the setup clock skew is reported as between 5 and 6 ps. A synthesized cell averages around 10 um^2. Together, buffers and inverters on the worst path number 2.

The delay of the slowest critical-path stage is approximately 1000 ps. The hold buffer count at CTS is 0. For this run, the number of standard cells in the final layout without fillers is approximately 370. The portion of synthesized cell area occupied by the leading cell type is 0.3499. From left edge to right edge, the die measures between 80 and 90 um. The count of input and output buffers is 24. The global route stage reports its total congestion overflow as 0. The netlist area before placement is 0.002746 mm^2. met3 track demand over resource after global routing is 0.02369.

The end-of-flow timing check tallies setup violations at 0. The number of buffers on the longest clock path is 2. The most frequent cell after synthesis is sky130_fd_sc_hd__edfxtp_1.

The violation count after the first detailed-route iteration is 71. In the final layout, the share of cells above drive strength 1 is 0.1220. The met2 demand-to-capacity share in global routing is 0.3208. The setup path with the least slack is of type in -> reg. The script logs the mean routed wire length per placed instance as roughly 15 um. Per STA, the startpoint of the critical path is sel1. Post-synthesis, Yosys gives the total cell area as around 0.0027 mm^2. The accumulated negative setup slack is 0 ps. The kind of path behind the tightest hold check is reg -> reg. The area of the core region is between 0.006 and 0.007 mm^2.

For the pin with the worst max-slew slack, the measured transition is a little over 800 ps. The area of the multi-input gates is between 0.0015 and 0.002 mm^2. The total count of hold-check failures in the final report is 0. The top cell family by delay on the critical path is buffers and inverters. Setup repair after global routing left no endpoint under its margin. The routability congestion estimate is a little under 0.9. The largest total area in the synthesized netlist belongs to sky130_fd_sc_hd__edfxtp_1. The number of placement rows is 29.

The analysis attributes to cell leakage a power of roughly 1.3 nW. By count the netlist is led by sky130_fd_sc_hd__edfxtp_1 (32), sky130_fd_sc_hd__ha_1 (31), sky130_fd_sc_hd__nand2_1 (28). The area growth from synthesis to layout is 13.44%.

The number of buffers added by the clock tree synthesis step is 5. TritonCTS built the clock tree. The number of different library cells in the post-synthesis netlist is between 50 and 60. According to the I/O placement log, the pin count is 25. By area the synthesized netlist is led by sky130_fd_sc_hd__edfxtp_1 (35%), sky130_fd_sc_hd__ha_1 (14%), sky130_fd_sc_hd__mux2_2 (6.2%). The critical path endpoint category is a flop. The number of clock sinks came to 32. The mean number of vias per cell is roughly 5.5.

The number of H-tree branching levels is 2. The die footprint is ~0.0072 mm^2. Synthesis produced a netlist whose cell count is about 270.

Once detail routing completed, the nets flagged for antenna violations numbered 0. The layout has roughly 600 filler cells.
==> logic make-up (layout without fill, tap and decap cells) <==
logic type | after synthesis | after routing | synth area share
adders and majority gates | 32 | 32 | 0.1485
xor gates and xnor gates | 8 | 8 | 0.02551
muxes | 31 | 31 | 0.1198
and+or+nand+nor | 65 | 65 | 0.1134
buffers and inverters | 32 | 55 | 0.05421
AOI/OAI and AO/OA | 72 | 72 | 0.1886
DFF | 32 | 32 | 0.3499
==> flip-flops by register name, indices dropped and copies added, names as in the netlist <==
signal	cells
B.dout	16
A.dout	16
==> placed cells by master (no fill, tap or decap), types with 5 or more instances in the layout <==
master | Yosys | layout
sky130_fd_sc_hd__nor2_1 | 10 | 10
sky130_fd_sc_hd__xor2_1 | 5 | 5
sky130_fd_sc_hd__mux2i_1 | 16 | 16
sky130_fd_sc_hd__nand2_1 | 28 | 28
sky130_fd_sc_hd__a21o_1 | 5 | 5
sky130_fd_sc_hd__o21ai_0 | 16 | 16
sky130_fd_sc_hd__inv_1 | 21 | 21
sky130_fd_sc_hd__mux2_2 | 15 | 15
sky130_fd_sc_hd__a211oi_1 | 5 | 5
sky130_fd_sc_hd__a21oi_1 | 15 | 15
sky130_fd_sc_hd__clkbuf_8 | 2 | 5
sky130_fd_sc_hd__edfxtp_1 | 32 | 32
sky130_fd_sc_hd__nand3_1 | 5 | 5
sky130_fd_sc_hd__ha_1 | 31 | 31
sky130_fd_sc_hd__clkdlybuf4s50_1 | 0 | 24
==> worst min-delay path, delay by kind of cell (launching register included) <==
kind,cells,cell delay [ps]
AND/OR/NAND/NOR,1,60
flip-flops,1,380
adder cells (fa/ha/maj),1,130
AND-OR/OR-AND,2,140
==> layout make-up <==
cell class,instances,share of cell area
inverter,22,0.02651
tap,77,0.03092
clock buffer,5,0.02209
timing repair buffer,28,0.08675
multi-input combinational,208,0.5253
sequential,32,0.3084
==> layer usage <==
| metal | vias up | wire length, um |
|---|---|---|
| met5 | - | 0 |
| met4 | 0 | 73 |
| met3 | 5 | 201 |
| met2 | 30 | 2710 |
| met1 | 963 | 2765 |
| li1 | 1064 | - |
==> power by group <==
group / switching [mW] / leakage, nW / internal (mW)
Combinational: 0.270 / 0.953 / 0.220
Sequential: 0.0285 / 0.314 / 0.242
Clock: 0.0492 / 0.0359 / 0.0545
Total: 0.347 / 1.30 / 0.516
==> how the worst min path moves through the flow <==
stage | to | slack [ps] | depth (start not counted) | startpoint
global route | A.dout[0] | 950 | 4 | B.dout[0]
CTS | B.dout[0] | 900 | 4 | B.dout[0]
finish | B.dout[0] | 890 | 4 | B.dout[0]
==> per-stage QoR <==
stage                     setup slack [ps]  area, um^2
after floorplan                       3855        2746
after global placement                3278        3047
after detailed placement              3221        3047
after CTS                             3506        3115
after global routing                  3185        3115
final                                 3461        3115
No activity file was given, so power comes from the tool's default toggle rates.
