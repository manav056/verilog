**design/flow/design.v**
```verilog
interface dff_if(input bit clk);
    logic din;
    logic dout;
endinterface
module fulladder(sum,cout,x,y,cin);
    input x,y,cin;
    output sum,cout;
    wire w[3:0];
    xor G1(w[0],x,y), G2(sum,w[0],cin);
    and G3(w[1],x,y), G4(w[2],w[0],cin);
    or G5(cout,w[2],w[1]);
endmodule
module adder4bit(s,cout,x,y,cin);
    input [3:0] x,y; 
    input cin;
    output [3:0] s;
    output cout;
    wire c[3:1];
    fulladder f1(s[0],c[1],x[0],y[0],cin);
    fulladder f2(s[1],c[2],x[1],y[1],c[1]);
    fulladder f3(s[2],c[3],x[2],y[2],c[2]);
    fulladder f4(s[3],cout,x[3],y[3],c[3]);
endmodule
module ALU(X, Y, Z, sign, zero, carry, parity, overflow);
    input [15:0] X,Y;
    output [15:0] Z;
    output sign, zero, carry, parity, overflow;
    wire c[3:1];
    assign sign=Z[15];
    assign zero=~|Z;
    assign parity=~^Z;
    assign overlfow=(X[15]&Y[15]&~Z[15])|(~X[15]&~Y[15]&Z[15]);
    adder4bit A0(Z[3:0],c[1],X[3:0],Y[3:0],1'b0);
    adder4bit A1(Z[7:4],c[2],X[7:4],Y[7:4],c[1]);
    adder4bit A2(Z[11:8],c[3],X[11:8],Y[11:8],c[2]);
    adder4bit A3(Z[15:12],carry,X[15:12],Y[15:12],c[3]);
endmodule
```
**design/flow/run.sh**
```bash
#!/bin/bash
# OpenROAD 26Q1-2900-gdf79404cd8, Yosys 0.63+post, stock flow scripts
make -C /OpenROAD-flow-scripts/flow DESIGN_CONFIG=/design/flow/config.mk WORK_HOME=/design/flow/orfs finish
```
**design/flow/config.mk**
```make
export PLATFORM = sky130hd
export DESIGN_NAME = ALU
export DESIGN_NICKNAME = ALU
export VERILOG_FILES = /design/flow/design.v
export SDC_FILE = /design/flow/constraint.sdc
export NUM_CORES = 4
export LEC_CHECK = 1
export CORE_AREA = 10 10 73 73
export DIE_AREA = 0 0 83 83
```
**design/flow/constraint.sdc**
```tcl
current_design ALU

set clk_period 20.1
set clk_io_pct 0.2

create_clock -name clk0 -period $clk_period

set non_clock_inputs [all_inputs -no_clocks]
set_input_delay [expr $clk_period * $clk_io_pct] -clock clk0 $non_clock_inputs
set_output_delay [expr $clk_period * $clk_io_pct] -clock clk0 [all_outputs]
```
==> flow_summary.ini <==
; implementation run metrics
[floorplanning]
core_region_area_sq_mm = 0.00374
fp_util_pct = 20.4
ios = 53
chipArea_sq_mm = 0.00689
rows = 22
chipHeight_microns = 83
die_width_microns = 83

[final_layout]
seq_area_sq_um = 0
nFillCells = 393
area_growth_pct = 59.4
fin_cells = 170
drive_gt1_share_pct = 0
seq_cells = 0
clkbuf_count = 0

[routing]
wl_per_cell_microns = 11.2
dr.pass1.iters = 3
drc = 0
vias_per_cell = 3.44
wirelength_microns = 1910
antenna_cells = 0
vias = 585
drt-initial-drc-count = 1
ant_nets = 0

[logic_synthesis]
ys_sh_mux_pct = 0
ys_sh_xor_pct = 18.1
syn_inst = 87
ys_cells = 87
top_area_cell = fa_1
netlist_top_cells_count = 35 x inv_1, 17 x buf_4, 15 x fa_1, 7 x xnor2_1, 3 x xnor3_1
ys_sh_aoi_pct = 0
ys_chip_area_sq_um = 762
synth.most_common_cell = inv_1
top_logic_kind = adder cells
ys_types = 13
yosysTopAreaCellShare_pct = 39.4
yosys.area_share.simple_pct = 4.76
synthAdderAreaFrac_pct = 42.7
yosysWarnings = 6
synth_seq_share_pct = 0
synthTopCellsByArea = fa_1 39%, inv_1 17%, buf_4 17%, xnor3_1 8.9%, xnor2_1 8.0%
syn_area_sq_um = 762
syn_area_per_cell_sq_um = 8.76

[global_route]
grt-ovfl-total = 0
grt.total_usage_pct = 5.32
grt_pass1_vias = 664
grt_first_pass_wirelength_microns = 3130
grt_max_degree = 5
antenna_found_initial = 0

[run_status]
status = completed

[pwr]
cellPowerDensity_mw_per_mm2 = 58.9
p_leak_uw = 0.000584
vdd_drop_max_mv = 0.0567

[worst_setup_path]
critical_path_class = input pin to output port
critPathMaxFanout = 4
slowest_stage = fa_1
critical_path_arrival_ns = 10.80
endpoint_kind = output port
cp-start-kind = input pin
cpMostUsedCell = fa_1
worstPathRequired_ns = 16.08
slowest_delay_ns = 0.49

[final_timing]
drv_slew = 0
rsz0062_at_grt = no
tns_ns = 0
fin_crit_ns = 14.82
hold_viol_final = 0
setup_violations = 0
fmax_mhz = 67.5
post-route-period-util_pct = 73.7
hold_ws_ns = 9.14

[clocking]
post_cts_resized = 0
postCtsSetupBuffers = 0
ctsHoldBuffers = 0

[placement]
place_hpwl_microns = 1940
dp_cells = 170
gp_congestion = 0.773
io_buffers = 52

[flow_run]
maxCapViolations = 0
warning_count = 32

[hold_path]
hp-class = input pin to output port
## critical path, delay by kind of cell
kind,cells,cell delay [ns]
fa+ha+maj,16,4.54
xor+xnor,3,0.73
buf+inv,12,1.49
## routing by layer
metal	track usage [%]	wire [microns]	vias up
met5	0	0	-
met4	0	0	0
met3	2.46	200	0
met2	8.87	993	25
met1	6.50	714	270
li1	-	-	290
## worst paths after layout
check	from	endpoint	depth (start not counted)
max	X[0]	parity	31
min	Y[15]	carry	3
## power by group
group	internal (uW)	switching, uW	total, uW
sequential	0	0	0
combinational	51.2	20.4	71.6
clock	0	0	0
## cell type report
cell class / count / area [sq um] / area share [%]
inverters: 35 / 131 / 10.8
multi-input cells: 35 / 503 / 41.4
well taps: 48 / 60.1 / 4.94
repair buffers: 52 / 520 / 42.8
## cell usage in the layout (no fill, tap or decap)
master / instances
nor3_1: 2
fa_1: 15
xnor3_1: 3
clkdlybuf4s50_1: 52
nand4_1: 1
xor2_1: 1
nor4b_1: 1
inv_1: 35
ha_1: 2
xnor2_1: 7
or4_1: 1
conb_1: 1
nand2_1: 1
## logic make-up (layout without fill, tap and decap cells)
| logic type | Yosys count | count (layout) |
|---|---|---|
| xor+xnor | 11 | 11 |
| fa+ha+maj | 17 | 17 |
| buf+inv | 52 | 87 |
| other cells | 1 | 1 |
| simple gates | 6 | 6 |
## metrics by stage
step / setup slack [ns] / power, uW / util (%) / cell area (sq um)
floorplan: 6.50 / 42.5 / - / 762
global placement: 5.28 / 73.8 / 32.5 / 1210
detailed placement: 5.22 / 73.7 / 32.5 / 1210
CTS: 5.20 / 74.4 / 32.5 / 1210
global route: 4.85 / 83.1 / 32.5 / 1210
finish: 5.28 / 71.6 / 32.5 / 1210
No activity file was given, so power comes from the tool's default toggle rates.
