==> ./design.v <==
interface dff_if(input bit clk);
    logic din;
    logic dout;
endinterface
module memory_model(addr,
                    data,
                    clk,
                    rd,
                    wr,
                    cs);
    inout [7:0] data;     
    input [9:0] addr;     
    input clk;           
    input rd,wr,cs;      
    reg [7:0] mem[0:1023];   
    reg [7:0] d_out;     
    assign data=(cs && rd)?d_out:8'bz;
    always @(posedge clk)
        if(cs && wr && !rd) mem[addr] = data;    
    always @(posedge clk)
        if(cs && rd && !wr) d_out = mem[addr];   
endmodule
==> ./run.sh <==
#!/bin/bash
# OpenROAD 26Q1-2900-gdf79404cd8, Yosys 0.63+post, stock flow scripts
make -C /OpenROAD-flow-scripts/flow DESIGN_CONFIG=/design/flow/config.mk WORK_HOME=/design/flow/orfs finish
==> ./constraint.sdc <==
current_design memory_model

set clk_period 47.8
set clk_io_pct 0.2

create_clock -name clk0 -period $clk_period [get_ports {clk}]

set non_clock_inputs [all_inputs -no_clocks]
set_input_delay [expr $clk_period * $clk_io_pct] -clock clk0 $non_clock_inputs
set_output_delay [expr $clk_period * $clk_io_pct] -clock clk0 [all_outputs]
==> ./config.mk <==
export PLATFORM = sky130hd
export DESIGN_NAME = memory_model
export DESIGN_NICKNAME = memory_model
export VERILOG_FILES = /design/flow/design.v
export SDC_FILE = /design/flow/constraint.sdc
export NUM_CORES = 4
export LEC_CHECK = 1
export CORE_UTILIZATION = 40
export SYNTH_MEMORY_MAX_BITS = 65536
==> flow_metrics.env <==
# yosys + openroad results
export IMPL_ys_seq_share_pct=78.04
export IMPL_ys_area_sq_um=315500
export IMPL_area_leaders="edfxtp_1 (78%), mux2i_1 (8.0%), mux4_2 (5.8%)"
export IMPL_hold_buffers=0
export IMPL_cts_sinks=8200
export IMPL_synth_cell_types=49
export IMPL_ys_flops=8200
export IMPL_synth_cells=16390
export IMPL_synthArstFlopShare_pct=0
export IMPL_synth_edff_count=8200
export IMPL_flop_cell="edfxtp_1"
export IMPL_dieHeight_um=890.1
export IMPL_numPortBuffers=13
export IMPL_cts_setup_buffers=0
export IMPL_initial_core_util_pct=40.22
export IMPL_dp_slack_ps=30100
export IMPL_rows=325
export IMPL_syn_area_sq_um=315500
export IMPL_error_line="[error] [KeplerFormal.cpp:679] Workflow failed: Iso has multiple drivers: .data3, place1500.X0"
export IMPL_syn_avg_cell_area_sq_um=19.25
export IMPL_top_area_share_pct=78.04
export IMPL_cts_root_buf="clkbuf_16"
export IMPL_largest_area_cell="edfxtp_1"
export IMPL_ys_cells=16390
export IMPL_lastStage="4_1_cts"
export IMPL_globalplace_congestion=0.9314
export IMPL_cts_buffers=790
export IMPL_cts_resized=0
export IMPL_hpwlAfterDp_um=548500
export IMPL_io_pins=22
export IMPL_yosysWarnings=2
export IMPL_htree_num_levels=6
export IMPL_outcome="aborted with a tool error"
export IMPL_die_w_um=890.1
export IMPL_clockBufferDepth=4
-- metrics by stage --
step	cell area (sq um)	std cells	power, mW	hold slack [ps]
floorplan	315500	16390	8.534	730.9
global placement	329800	26490	8.664	922.0
detailed placement	329800	26490	8.671	917.8
-- cell usage after synthesis (all sizes together), types with 6 or more instances --
library cell / instances
a221oi: 21
and3: 17
mux2i: 2521
o22ai: 1050
a41oi: 7
nor3b: 7
o221ai: 22
mux4: 819
a22oi: 261
nor4: 210
a22o: 53
a31oi: 66
nor3: 145
nand3: 96
nand2: 132
and2: 6
a211oi: 7
clkbuf: 336
o22a: 8
edfxtp: 8200
a32oi: 7
buf: 730
a21oi: 18
o2111ai: 98
o21ai: 134
mux2: 7
nor2: 1334
nand4b: 7
nand4: 24
-- kinds of logic after synthesis --
logic type / after synthesis / share of synthesized area [%]
AND-OR/OR-AND: 1760 / 3.712
buffers and inverters: 1067 / 1.604
flip-flops: 8200 / 78.04
multiplexers: 3347 / 13.87
AND/OR/NAND/NOR: 2015 / 2.773
Power is estimated from default activity; no workload was simulated.
